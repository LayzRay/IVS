[config.mk]
export PLATFORM = sky130hd
export DESIGN_NAME = Decoder
export DESIGN_NICKNAME = Decoder
export VERILOG_FILES = /design/flow/design.v
export SDC_FILE = /design/flow/constraint.sdc
export NUM_CORES = 4
export LEC_CHECK = 1
export CORE_AREA = 10 10 112 112
export DIE_AREA = 0 0 122 122
[constraint.sdc]
current_design Decoder

set clk_period 8.4
set clk_io_pct 0.2

create_clock -name clk0 -period $clk_period [get_ports {clk_i}]

set non_clock_inputs [all_inputs -no_clocks]
set_input_delay [expr $clk_period * $clk_io_pct] -clock clk0 $non_clock_inputs
set_output_delay [expr $clk_period * $clk_io_pct] -clock clk0 [all_outputs]
[design.v]
`timescale 1ns / 1ps
module Decoder(
  input clk_i,
  input [1:0] code_i,
  output reg bit_o,
  output reg error_flag
    );
  reg [31:0] counter = 0;
  reg [1:0] voltage_level = 2'b01;
  always @( posedge clk_i ) begin
    if ( (code_i === 2'b01) || (code_i === 2'b10) ) begin
      if ( ^counter )
        voltage_level = ~voltage_level;       
      else 
        voltage_level = voltage_level;
      if (code_i != voltage_level)
        error_flag = 1;
      else begin
      bit_o = 0;
      error_flag = 0;
      counter = 0;
      end
    end
    if ( code_i === 2'b00) begin
      bit_o =1;
      counter = counter + 1;
    end
  end
endmodule
[run.sh]
#!/bin/bash
# OpenROAD 26Q1-2900-gdf79404cd8, Yosys 0.63+post, stock flow scripts
make -C /OpenROAD-flow-scripts/flow DESIGN_CONFIG=/design/flow/config.mk WORK_HOME=/design/flow/orfs finish
==> ci_impl_report.md <==
### Flow metrics

| Metric | Value |
|---|---|
| Status | `finished, final reports clean` |
| Clk pwr share | `19.1%` |
| Maximum fanout along the worst path | `8` |
| CTS root buffer | `clkbuf_8` |
| Aggregate global routing overflow | `0` |
| Die Y | `122 um` |
| Hold WC Path Type | `flip-flop to flip-flop` |
| Post-Syn Area | `1899 sq um` |
| Worst VDD drop | `0.2130 mV` |
| Synthesized instance count | `218` |
| Max_cap viols | `0` |
| Port bufs | `4` |
| WL per Instance | `8.831 um` |
| Ports | `5` |
| Setup tns final | `0 ps` |
| Die width | `122 um` |
| Post-DRT Antenna Nets | `0` |
| Cells in synth_stat.txt | `218` |
| Clock Sinks | `36` |
| Routability Congestion | `0.8611` |
| TritonCTS clock tree | `done` |
| Util after Layout | `21.47%` |
| CTS resizes | `0` |
| Post-layout min period | `4227 ps` |
| Tool warnings | `25` |
| Yosys synthesis chip area | `1899 sq um` |
| Cell type with the largest total area | `dfxtp_1` |
| Critical path origin | `code_i[0]` |
| Syn_area_per_cell | `8.712 sq um` |
| Final wirelength | `3.197 mm` |
| P per Cell Area | `312.6 nW/um^2` |
| CP arrival | `4390 ps` |
| Max-area cell share | `34.78%` |
| Startpoint types | `primary input` |
| Clk latency of the worst-skew pair | `280 ps` |
| Initial antenna violation count | `0` |
| Hold-fix buffers at CTS | `0` |
| CP Class | `primary input to flip-flop` |
| Layout cell share with drive strength beyond 1 | `5.752%` |
| Worst hold slack | `464.9 ps` |
| Distinct cells, synth | `27` |
| DR DRC count | `0` |
| Fin crit share | `50.32%` |
| Placeable Area | `10230 sq um` |
| Logic pwr share | `45.3%` |
| Slew Limit Headroom | `66.68%` |
| H-tree levels | `2` |
| Yosys warning total | `1` |
| Register area share after synthesis | `39.53%` |
| Worst clock skew | `2.404 ps` |
| Cts bufs inserted | `5` |
| RSZ-0062 raised after global routing | `no` |
| FP Rows | `37` |
| Reg2Reg Setup Slack | `5000 ps` |
| Post-synth regs | `36` |
| DR vias | `1364` |
| DRT iter0 DRCs | `102` |
| Post-DP HPWL | `2.249 mm` |
| End of the critical path | `counter[28]` |
| Worst-margin pin slew | `497.4 ps` |
| Vias in the first global route | `1232` |
| Clk slew on worst S/H paths | `70 ps` |
| Largest net degree at the start of global routing | `33` |
| # diodes | `0` |
| Reg2reg path depth | `14` |
| Sequential power share | `35.6%` |
| Die area | `14880 sq um` |
| Vias/cell | `3.768` |
| Worst EP required | `8560 ps` |
| P_sw | `0.2652 mW` |
| 1st-pass router iterations | `6` |
| Fp_density | `18.56%` |
| R2r endpoint | `counter[28]` |
| Area Overhead vs Synth | `15.68%` |
| First-pass GRT wire length | `5.589 mm` |
| Sw frac | `38.62%` |
| Hold Violations, Final | `0` |
| CTS Buffer Depth | `2` |
| Most common logic cells in the final layout | `42 x nor2_1, 39 x xnor2_1, 33 x dfxtp_1` |
| Reg2reg start | `counter[2]` |
| Cell internal pwr | `0.4215 mW` |
| Static Leakage | `0.7733 nW` |
| # setup viols final | `0` |
| GRT Util Overall | `4.353%` |
| Critical Path End Type | `flip-flop` |
| Commonest Layout Cell | `nor2_1` |
| Setup Buffers After CTS | `0` |
| Synth top area cells | `dfxtp_1 35%, xnor2_1 18%, xor2_1 11%, nor2_1 8.3%, edfxtp_1 4.7%` |
| Fmax | `236.6 MHz` |
| Max-slew violation count | `0` |
==> worst max-delay path, stage by stage <==
cell and delay, ps:
clkdlybuf4s50_1 500, inv_1 50, ha_1 390, nand3_1 130, mux2i_2 100, nor2_1 120, ha_1 220, nand2_1 150
nor3_1 430, nand3_1 240, nor2_1 170, xnor2_1 130, nor2_1 50
==> cells in the mapped netlist (all sizes together) <==
cell	count
nor4	1
edfxtp	3
nand2	18
o31ai	1
buf	3
nand3	12
or3b	1
inv	8
and3	4
dfxtp	33
nand4	9
or3	1
a21oi	1
or2	1
mux2i	1
xnor2	40
o21bai	1
and4	4
xor2	24
nor2	42
clkbuf	2
ha	2
nand2b	1
nor3	3
o2111ai	2
==> how the worst min path moves through the flow <==
stage	start	to	slack, ps	cells after the start
after global routing	bit_o	bit_o	510	2
after CTS	bit_o	bit_o	470	2
final	bit_o	bit_o	460	2
==> flip-flops by register name, indices dropped and copies added (netlist names) <==
signal         flops
bit_o              1
counter           32
error_flag         1
voltage_level      2
==> metrics by stage <==
stage               total power [mW]  cell area (sq um)  instances  worst slack, ps
floorplan                     0.4998               1899        218             4572
global placement              0.5560               2101        355             3994
detailed placement            0.5613               2101        355             3928
CTS                           0.6957               2197        362             4214
global route                  0.7340               2197        362             3851
finish                        0.6868               2197        362             4173
==> layer usage <==
metal / up-vias / wire [um] / track usage (%)
li1: 723 / - / -
met1: 628 / 1635 / 6.385
met2: 13 / 1433 / 6.629
met3: 0 / 127 / 1.033
met4: 0 / 0 / 0.3726
met5: - / 0 / 0
==> area by class of cell <==
type	count	area (sq um)
clock buffers	7	96.34
repair buffers	6	55.05
inverters	8	30.03
well taps	136	170.2
multi-input cells	169	1095
flip-flops and latches	36	750.7
fillers	1077	8034
==> power by group through the flow <==
| stage | logic, mW | registers [mW] | clock network, mW |
|---|---|---|---|
| 5_1_grt | 0.345 | 0.248 | 0.141 |
| 4_1_cts | 0.315 | 0.244 | 0.136 |
| 6_report | 0.311 | 0.244 | 0.131 |
==> logic make-up (layout without fill, tap and decap cells) <==
| family | after synthesis | in the layout | share of synthesized area, % |
|---|---|---|---|
| DFF | 36 | 36 | 39.53 |
| and+or+nand+nor | 97 | 97 | 23.72 |
| muxes | 1 | 1 | 0.7245 |
| xor gates and xnor gates | 64 | 64 | 29.91 |
| AOI/OAI and AO/OA | 5 | 5 | 1.976 |
| adders and majority gates | 2 | 2 | 1.317 |
| buffers and inverters | 13 | 21 | 2.832 |
No activity file was given, so power comes from the tool's default toggle rates.
