--- ./run.sh ---
#!/bin/bash
# OpenROAD 26Q1-2900-gdf79404cd8, Yosys 0.63+post, stock flow scripts
make -C /OpenROAD-flow-scripts/flow DESIGN_CONFIG=/design/flow/config.mk WORK_HOME=/design/flow/orfs finish
--- ./constraint.sdc ---
current_design DC

set clk_period 1.2
set clk_io_pct 0.2

create_clock -name clk0 -period $clk_period

set non_clock_inputs [all_inputs -no_clocks]
set_input_delay [expr $clk_period * $clk_io_pct] -clock clk0 $non_clock_inputs
set_output_delay [expr $clk_period * $clk_io_pct] -clock clk0 [all_outputs]
--- ./config.mk ---
export PLATFORM = sky130hd
export DESIGN_NAME = DC
export DESIGN_NICKNAME = DC
export VERILOG_FILES = /design/flow/design.v
export SDC_FILE = /design/flow/constraint.sdc
export NUM_CORES = 4
export LEC_CHECK = 1
export CORE_AREA = 10 10 70 70
export DIE_AREA = 0 0 80 80
--- ./design.v ---
module DC (X, Y);
	input [3:0] X;
	output reg [6:0] Y;
	always @( X ) begin
		case( X[3:0] )	
				4'b0000:    Y <= 7'b1000_000;  
				4'b0001:	Y <= 7'b1111_001;  
				4'b0010:	Y <= 7'b0100_100;  
				4'b0011:	Y <= 7'b0110_000;  
				4'b0100:	Y <= 7'b0011_001;  
				4'b0101:	Y <= 7'b0010_010;  
				4'b0110:    Y <= 7'b0000_010;  
				4'b0111:	Y <= 7'b1111_000;  
				4'b1000:	Y <= 7'b0000_000;  
				4'b1001:	Y <= 7'b0010_000;  
				4'b1010:	Y <= 7'b0001_000;  
				4'b1011:	Y <= 7'b0000_011;  
				4'b1100:	Y <= 7'b1000_110;  
				4'b1101:	Y <= 7'b0100_001;  
				4'b1110:	Y <= 7'b0000_110;  
				4'b1111:	Y <= 7'b0001_110;  
				default:    Y <= 7'b1111_111;
			endcase
	end
endmodule
==> impl_metrics.csv <==
group,metric,value,unit
setup_path,cell_depth_of_the_worst_setup_path,8,
cells_and_area,layout.clock_buffers,0,
drt,diodes,0,
synthesis,synth.distinct_cells,15,
setup_path,crit_fanout,5,
placement,numPortBuffers,11,
floorplanning,top_level_ports,11,
floorplanning,die_height,80,um
synthesis,yosysSeqAreaShare,0,%
setup_path,worst_setup_path_startpoint,"X[1]",
synthesis,ys_warn_count,1,
synthesis,topCombFamilyByArea,"adder cells",
synthesis,simple_gate_area_share,14.5,%
synthesis,top_area_share,31.8,%
placement,post-dp-hpwl,687,um
synthesis,synth_xor_xnor_area_share,0,%
sta,setup_ws,-0.322,ns
power_and_ir_drop,p_clk_share,0,%
floorplanning,initial_utilization,8.06,%
drt,post-route-drc-count,0,
setup_path,crit_required,0.96,ns
flow_run,maxCapViolations,0,
cells_and_area,nFlopsAndLatches,0,
clocking,postCtsHoldBufs,0,
setup_path,timing.setup.critical_path_class,"in -> out",
floorplanning,fp.dieArea,6400,um2
setup_path,worst_path_max_delay_cell,"and2b_2",
drt,antenna_violation_net_count_after_detailed_routing,0,
cells_and_area,drive_above_1_share,69.1,%
synthesis,yosys_area,275,um2
power_and_ir_drop,switching_share,38.7,%
power_and_ir_drop,power.share.combinational,100.0,%
global_routing,grt_pass1_vias,311,
synthesis,synthTopCellsByArea,"ha_1 (32%), mux2i_1 (15%), mux4_1 (9.5%)",
global_routing,grt_pass1_wl,1.45,mm
sta,hold_viol_final,0,
sta,worstMarginPinSlew,0.134,ns
setup_path,crit_buf_inv,5,
cells_and_area,fin_cells,101,
power_and_ir_drop,p_sw,0.0000754,W
sta,finalCritPeriodShare,127,%
placement,place_ws,-1.22,ns
cells_and_area,area_delta_synth_final,130,%
sta,final_max_slew_viol_count,0,
synthesis,post_synth_fa_ha_maj_area_fraction,31.8,%
setup_path,timing.critical_path.cells,"buf_12, inv_12, ha_4, and2b_2, buf_4, buf_6, a22o_1, buf_2",
sta,worst_slew_margin_rel,90.8,%
cells_and_area,n_fill_cell,380,
global_routing,grt_use_total,2.68,%
drt,viasPerCell,3.13,
power_and_ir_drop,power.ir.vdd_worst,77.1,uV
global_routing,grt-ovfl-total,0,
power_and_ir_drop,fin_total_pwr,0.000195,W
floorplanning,core_area,3420,um2
drt,first_pass_iters,2,
synthesis,netlist_instances,32,
status,outcome,"finished with violations",
synthesis,mux_contribution_to_synthesized_area,28.2,%
drt,via_count,316,
setup_path,critical-path-max-stage-delay,0.21,ns
setup_path,critPathLaunchType,"input pin",
synthesis,netlist_area,275,um2
floorplanning,placement_rows,21,
drt,route.detailed.wl_per_inst,8.40,um
global_routing,number_of_antenna_violations_at_the_first_check_in_global_routing,0,
status,violations,"negative setup slack",
placement,routabilityCongestion,0.849,
power_and_ir_drop,cellLeakagePower,0.284,nW
min_path,worstHoldPathType,"in -> out",
setup_path,arrival_time_reported_for_the_critical_path_endpoint,1.28,ns
setup_path,crit_end_element,"primary output",
synthesis,syn-mean-instance-area,8.60,um2
sta,holdWs,0.875,ns
sta,rsz0062_at_grt,"yes",
floorplanning,die_width,80,um
sta,period_minus_slack,1.52,ns
synthesis,ys_cells,32,
drt,postRouteWirelength,848,um
power_and_ir_drop,internal_power,0.000120,W
global_routing,maximum_number_of_pins_on_one_net_before_global_route_repair,10,
power_and_ir_drop,cellPowerDensity,309,nW/um2
synthesis,post-synth-top-area-cell,"ha_1",
flow_run,count_of_warning_messages_emitted_by_the_tools,41,
cells_and_area,ff_latch_area,0,um2
sta,clock.fmax,657,MHz
min_path,whs_path_depth,3,
cells_and_area,multi_input_combinational_cell_area,313,um2
power_and_ir_drop,share_seq_of_total_power,0,%
synthesis,synthAoiAreaFrac,15.5,%
setup_path,cpLargestDelayFamily,"buffers and inverters",
drt,first_iter_violations,4,
setup_path,critPathCapture,"Y[2]",
sta,setup_viol_count_final,7,
placement,place.detailed.instances,95,
==> cell usage in the layout, fill, tap and decap left out <==
cell type	Yosys	final
buf_6	1	9
buf_2	1	7
buf_4	0	6
ha_4	0	5
mux2i_1	4	4
nor2_1	5	3
nor2_2	0	2
o21ai_1	0	2
a22o_1	2	2
ha_1	7	2
buf_12	0	2
inv_8	0	1
a21oi_1	1	1
nand2_1	1	1
inv_12	0	1
inv_2	0	1
mux4_2	0	1
and2b_2	1	1
a32o_2	0	1
or3b_1	1	1
mux2_2	1	1
dlygate4sd2_1	0	1
==> cells by family after synthesis <==
logic type | after synthesis
multiplexers | 6
adder cells (fa/ha/maj) | 7
AND/OR/NAND/NOR | 8
AND-OR/OR-AND | 6
buffers and inverters | 5
==> power groups by stage <==
| stage | Clock [W] | Combinational, W | Sequential, W |
|---|---|---|---|
| 5_1_grt | 0 | 0.000216 | 0 |
| 4_1_cts | 0 | 0.000187 | 0 |
| 6_report | 0 | 0.000195 | 0 |
==> synthesized netlist by cell type <==
library cell / instances
a21oi_1: 1
a22o_1: 2
a32o_1: 1
and2b_2: 1
buf_2: 1
buf_6: 1
ha_1: 7
inv_1: 3
mux2_2: 1
mux2i_1: 4
mux4_1: 1
nand2_1: 1
nor2_1: 5
o21ai_0: 2
or3b_1: 1
==> per-stage QoR <==
step	TNS, ns	cell area, um2	util, %
final	-1.31	632	18.5
after global routing	-1.69	632	18.5
after floorplan	-0.0168	318	-
after detailed placement	-7.77	529	15.5
after global placement	-7.75	529	15.5
after CTS	-1.25	599	17.5
==> metal layers <==
metal,track usage (%),up-vias,share of wire [%]
li1,-,160,-
met1,2.78,154,36
met2,5.78,2,61
met3,0.227,0,2.1
met4,0,0,0
met5,0,-,0
==> area by class of cell <==
class              instances  area share (%)
repair buffers            25            36.4
inverters                  3            4.95
well taps                 46            9.11
multi-input cells         27            49.5
==> what timing repair did <==
item	4_1_cts	5_1_grt
gates resized	64	3
endpoints found under the setup margin	7	7
pin swaps	7	6
setup buffers	4	2
==> worst min-delay path by stage <==
| stage | startpoint | endpoint | slack [ns] |
|---|---|---|---|
| after CTS | X[3] | Y[3] | 0.88 |
| after global routing | X[3] | Y[2] | 0.91 |
| final | X[3] | Y[3] | 0.88 |
Power figures rest on the tool's default switching activity, not on a simulated workload.
